==> config.mk <==
export PLATFORM = sky130hd
export DESIGN_NAME = knightrider
export DESIGN_NICKNAME = knightrider
export VERILOG_FILES = /design/flow/design.v
export SDC_FILE = /design/flow/constraint.sdc
export NUM_CORES = 4
export LEC_CHECK = 1
export CORE_UTILIZATION = 50
==> constraint.sdc <==
current_design knightrider

set clk_period 25.1
set clk_io_pct 0.2

create_clock -name clk0 -period $clk_period [get_ports {clkin}]

set non_clock_inputs [all_inputs -no_clocks]
set_input_delay [expr $clk_period * $clk_io_pct] -clock clk0 $non_clock_inputs
set_output_delay [expr $clk_period * $clk_io_pct] -clock clk0 [all_outputs]
==> run.sh <==
#!/bin/bash
# OpenROAD 26Q1-2900-gdf79404cd8, Yosys 0.63+post, stock flow scripts
make -C /OpenROAD-flow-scripts/flow DESIGN_CONFIG=/design/flow/config.mk WORK_HOME=/design/flow/orfs finish
==> design.v <==
module knightrider(clkin,LEDout,mode,speed);
	input clkin;
	input [3:0] mode;
	input [3:0] speed;
	reg [31:0] divider;
	reg shiftdirection1, shiftdirection2, shiftdirection9, shiftdirection11, shiftdirection12;
	output reg [9:0] LEDout;
	reg [13:0] LEDbuf1, LEDbuf2;
	reg [9:0] LEDbuf3, LEDbuf4, LEDbuf5, LEDbuf6, LEDbuf7, LEDbuf8, LEDbuf10, LEDbuf11, LEDbuf12;
	reg[17:0] LEDbuf9;
	initial begin
		divider = 0;
		shiftdirection1 = 0;
		shiftdirection2 = 1;
		shiftdirection9 = 0;
		shiftdirection11 = 0;
		shiftdirection12 = 0;
		LEDbuf1 = 14'b00000000001100;
		LEDbuf2 = 14'b00110000000000;
		LEDbuf3 = 10'b0000011111;
		LEDbuf4 = 10'b0101010101;
		LEDbuf5 = 10'b0011001100;
		LEDbuf6 = 10'b0000110000;
		LEDbuf7 = 10'b0001111000;
		LEDbuf8 = 10'b1110000111;
		LEDbuf9 = 17'b00000000000110000;
		LEDbuf10 = 10'b0000000000;
		LEDbuf11 = 10'b0000000000;
		LEDbuf12 = 10'b0000000000;
	end 
	always @(posedge clkin) begin
		divider = divider + 1;
		if(divider >= (100000*(speed+1))) begin
			divider = 0;
			if(LEDbuf1[13:12] == 2'b11) begin
				shiftdirection1 = 1;
			end
			if(LEDbuf1[1:0] == 2'b11) begin
				shiftdirection1 = 0;
			end
			if(LEDbuf2[13:12] == 2'b11) begin
				shiftdirection2 = 1;
			end
			if(LEDbuf2[1:0] == 2'b11) begin
				shiftdirection2 = 0;
			end
			if(LEDbuf9[17:16] == 2'b11) begin
				shiftdirection9 = 1;
			end
			if(LEDbuf9[1:0] == 2'b11) begin
				shiftdirection9 = 0;
			end
			if(LEDbuf11 == 10'b1111111111) begin
				shiftdirection11 = 1;
			end
			if(LEDbuf11 == 0) begin
				shiftdirection11 = 0;
			end
			if(LEDbuf12 == 10'b1111111111) begin
				shiftdirection12 = 1;
			end
			if(LEDbuf12 == 0) begin
				shiftdirection12 = 0;
			end
			if(shiftdirection1 == 0) begin
				LEDbuf1 = LEDbuf1 << 1;
			end
			if(shiftdirection1 == 1) begin
				LEDbuf1 = LEDbuf1 >> 1;
			end
			if(shiftdirection2 == 0) begin
				LEDbuf2 = LEDbuf2 << 1;
			end
			if(shiftdirection2 == 1) begin
				LEDbuf2 = LEDbuf2 >> 1;
			end
			LEDbuf3 = LEDbuf3 ^ 10'b1111111111;
			LEDbuf4 = LEDbuf4 ^ 10'b1111111111;
			LEDbuf5 = LEDbuf5 ^ 10'b1111111111;
			LEDbuf6 = LEDbuf6 ^ 10'b1111111111;
			LEDbuf7 = LEDbuf7 ^ 10'b1111111111;
			LEDbuf8 = LEDbuf8 ^ 10'b1001111001;
			if(shiftdirection9 == 0) begin
				LEDbuf9 = LEDbuf9 << 4;
			end
			if(shiftdirection9 == 1) begin
				LEDbuf9 = LEDbuf9 >> 4;
			end
			if(LEDbuf10 == 10'b1111111111) begin
				LEDbuf10 = ~LEDbuf10;
			end
			LEDbuf10 = LEDbuf10 << 1;
			LEDbuf10 = LEDbuf10 + 1;
			if(shiftdirection11 == 0) begin
				LEDbuf11 = LEDbuf11 << 1;
				LEDbuf11 = LEDbuf11 + 1;
			end
			if(shiftdirection11 == 1) begin
				LEDbuf11 = LEDbuf11 >> 1;
			end
			if(shiftdirection12 == 0) begin
				LEDbuf12 = LEDbuf12 << 1;
				LEDbuf12 = LEDbuf12 + 1;
			end
			if(shiftdirection12 == 1) begin
				LEDbuf12 = LEDbuf12 << 1;
			end
			if(mode == 0) begin
				LEDout = LEDbuf1 [11:2];
			end
			if(mode == 1) begin
				LEDout = ~LEDbuf1 [11:2];
			end
			if(mode == 2) begin
				LEDout = (LEDbuf1 [11:2] | LEDbuf2 [11:2]);
			end
			if(mode == 3) begin
				LEDout = ~(LEDbuf1 [11:2] | LEDbuf2 [11:2]);
			end
			if(mode == 4) begin
				LEDout = (LEDbuf1 [11:2] | LEDbuf2 [11:2]);
				if(LEDbuf1 == LEDbuf2) begin
					LEDout = 10'b1111111111;
					LEDbuf1 = 14'b00000000000011;
					LEDbuf2 = 14'b11000000000000;
				end
			end
			if(mode == 5) begin
				LEDout = ~(LEDbuf1 [11:2] | LEDbuf2 [11:2]);
				if(LEDbuf1 == LEDbuf2) begin
					LEDout = 10'b0000000000;
					LEDbuf1 = 14'b00000000000011;
					LEDbuf2 = 14'b11000000000000;
				end
			end
			if(mode == 6) begin 
				LEDout = LEDbuf3;
			end
			if(mode == 7) begin
				LEDout = LEDbuf4;
			end
			if(mode == 8) begin
				LEDout = LEDbuf5;
			end
			if(mode == 9) begin
				LEDout = LEDbuf6;
			end
			if(mode == 10) begin
				LEDout = LEDbuf7;
			end
			if(mode == 11) begin
				LEDout = LEDbuf8;
			end
			if(mode == 12) begin
				LEDout = LEDbuf9[13:4];
			end
			if(mode == 13) begin
				LEDout = LEDbuf10;
			end
			if(mode == 14) begin
				LEDout = LEDbuf11;
			end
			if(mode == 15) begin
				LEDout = LEDbuf12;
			end
		end
	end
endmodule
==> flow_summary_export.csv <==
group,metric,value,unit
synthesis,postSynthSeqShare,46.83,%
synthesis,area_leaders,"edfxtp_1 (41%), ha_1 (8.1%), dfxtp_1 (5.9%), inv_1 (3.2%), a21oi_1 (2.7%)",
place,portBuffers,18,
power_and_ir_drop,p_per_area,87.33,nW/um^2
synthesis,edf_count,147,
routing,antenna_cells,0,
setup_path,critical_path.slowest_cell,"buf_4",
synthesis,top_cells_by_count,"edfxtp_1 (147), inv_1 (92), ha_1 (70)",
routing,initialDrtViolationCount,630,
clock_network,cts.path.max_buffers,2,
clock_network,cts_setup_buffers,0,
sta,fmax,90.25,MHz
final_layout,drive_gt1_share,11.57,%
final_layout,syn_to_final_growth,9.632,%
routing,wirelength,25700,um
power_and_ir_drop,ir_worst_vdd,0.00005665,V
floorplanning,die-area,22180,um^2
routing,wl_per_cell,18.97,um
place,dp_slack,13.50,ns
final_layout,n_fill_cell,1851,
sta,period_minus_slack,11.08,ns
setup_path,path_delay_family,"buffers and inverters",
place,gp_congestion,0.9121,
sta,setup_tns,0,ns
synthesis,ys_sh_adder,8.578,%
power_and_ir_drop,p_leak,4.801,nW
synthesis,synthCells,1053,
clock_network,path_clk_slew,0.07,ns
setup_path,critPathKind,"in -> reg",
floorplanning,num_io_pins,19,
clock_network,ctsResizeCount,0,
final_layout,layout.area.comb,5245,um^2
routing,drc,0,
synthesis,ys_ff,179,
global_routing,grt_pass1_vias,7580,
synthesis,ys_warn_count,1,
synthesis,top_cell,"edfxtp_1",
place,dp_hpwl,18460,um
setup_path,cp.arrival,11.41,ns
synthesis,ys_sh_aoi,15.37,%
clock_network,clock-root-buffer,"clkbuf_16",
setup_path,worstSetupEndpointType,"register",
synthesis,top_cell_area_share,40.89,%
setup_path,cp_slowest_stage_delay,0.69,ns
floorplanning,die_w,148.9,um
routing,num_vias,7898,
synthesis,syn_avg_cell_area,10.25,um^2
floorplanning,rows,53,
sta,drv_slew,0,
global_routing,grt_usage,25.96,%
clock_network,tritoncts,"built",
clock_network,cts.hold.buffers_added,0,
global_routing,grt_overflow_total,0,
setup_path,crit_buf_inv,5,
clock_network,cts-buffers-inserted,17,
setup_path,reg2reg_from,"LEDbuf1[1]",
sta,fin_ws,14.02,ns
sta,grt_setup_unrepaired,"no",
setup_path,critPathLaunch,"speed[0]",
final_layout,ff_latch_area,5055,um^2
global_routing,antenna_found_initial,0,
synthesis,syn_area,10790,um^2
floorplanning,die_y,148.9,um
sta,finalCritPeriodShare,44.15,%
sta,skew,0.01212,ns
setup_path,crit_required,25.43,ns
global_routing,grt_pass1_wl,41690,um
synthesis,ys.flop_type,"edfxtp_1",
run,max-cap-violations,0,
floorplanning,coreArea,21090,um^2
sta,setup_viol,0,
run,openroad.warnings,30,
floorplanning,initial_core_util,51.19,%
synthesis,yosys_area,10790,um^2
global_routing,grt_max_degree,56,
synthesis,synthTopLogicFamily,"simple AND/OR/NAND/NOR gates",
synthesis,synth_cell_types,89,
sta,relSlewSlack,42.50,%
synthesis,top_area_cell,"edfxtp_1",
routing,firstDrtPassIters,6,
sta,hold_violations,0,
synthesis,synth-async-reset-ratio,0,%
routing,ant_nets,0,
setup_path,path_max_fanout,55,
clock_network,insertion_delay,0.44,ns
synthesis,ys_cells,1053,
run_status,status,"finished clean",
routing,vias_per_cell,5.829,
clock_network,cts-htree-levels,4,
hold_path,min_path_type,"reg -> reg",
setup_path,critPathMostFrequentCell,"ha_1",
synthesis,simple_gate_share,17.33,%
clock_network,clkSinkCount,179,
sta,worst_slew_pin_slew,0.8505,ns
synthesis,synthXorXnorAreaFrac,3.246,%
synthesis,synthMuxAreaShare,3.605,%
hold_path,min_from,"divider[0]",
setup_path,cp-start-kind,"input pin",
where the power goes:
group | internal, mW | total [mW] | leakage [nW] | switching (mW)
logic | 0.154 | 0.348 | 2.42 | 0.194
registers | 0.383 | 0.420 | 2.10 | 0.0368
clock network | 0.143 | 0.265 | 0.278 | 0.122
total | 0.681 | 1.03 | 4.80 | 0.353
logic make-up after synthesis:
| logic type | Yosys count |
|---|---|
| other cells | 2 |
| buf+inv | 137 |
| fa+ha+maj | 73 |
| xor+xnor | 40 |
| mux | 37 |
| compound gates | 245 |
| flops | 179 |
| simple gates | 340 |
area by class of cell:
cell class,instances,share of cell area (%)
clock buffers,19,3.743
multi-input cells,746,44.32
inverters,93,2.950
repair buffers,30,2.199
clock inverters,13,1.163
well taps,275,2.908
flip-flops and latches,179,42.72
flip-flops by register name, indices dropped and copies added (netlist names):
name and count:
shiftdirection1 1, LEDbuf9 18, LEDbuf10 10, LEDbuf6 10
LEDbuf5 10, divider 32, shiftdirection9 1, LEDbuf1 14
shiftdirection11 1, shiftdirection2 1, LEDbuf7 10, shiftdirection12 1
LEDbuf8 6, LEDbuf3 10, LEDbuf2 14, LEDbuf4 10
LEDbuf12 10, LEDout 10, LEDbuf11 10
metrics by stage:
stage          hold slack [ns]  instance area [um^2]  instances  power, mW  util (%)
6_report                0.4916                 11830       1355      1.033     56.12
3_3_place_gp            0.4727                 11250       1323     0.7677     53.36
4_1_cts                 0.4967                 11830       1355      1.036     56.12
5_1_grt                 0.5302                 11830       1355      1.097     56.12
2_1_floorplan           0.4543                 10830       1062     0.6627         -
3_5_place_dp            0.4778                 11250       1323     0.7674     53.36
final timing paths:
kind                endpoint  slack (ns)  cells after the start
setup / recovery  divider[6]       14.02                     26
hold / removal    divider[0]        0.49                      1
setup reg to reg   LEDout[8]       18.96                     17
hold reg to reg   divider[0]        0.49                      1
routing by layer:
metal | vias up | GRT usage, % | share of wire, %
met4 | 0 | 2.806 | 1.3
met3 | 32 | 8.175 | 8.0
li1 | 3910 | - | -
met2 | 255 | 36.05 | 42
met5 | - | 0 | 0
met1 | 3701 | 43.82 | 48
cells in the final DEF, fill, tap and decap left out, types with 11 or more instances in the layout:
| master | n |
|---|---|
| a21o_1 | 13 |
| a21oi_1 | 58 |
| a31oi_1 | 12 |
| and2_1 | 12 |
| and3_1 | 12 |
| buf_4 | 12 |
| clkbuf_16 | 17 |
| clkdlybuf4s50_1 | 16 |
| conb_1 | 11 |
| dfxtp_1 | 32 |
| edfxtp_1 | 147 |
| ha_1 | 70 |
| inv_1 | 92 |
| mux2_2 | 15 |
| mux2i_1 | 22 |
| nand2_1 | 65 |
| nand3_1 | 31 |
| nand4_1 | 14 |
| nor2_1 | 69 |
| nor2b_1 | 21 |
| nor3_1 | 17 |
| nor4_1 | 12 |
| o211ai_1 | 11 |
| o21ai_0 | 55 |
| o221ai_1 | 12 |
| or2_2 | 24 |
| xnor2_1 | 26 |
| xor2_1 | 14 |
Power is estimated from default activity; no workload was simulated.
