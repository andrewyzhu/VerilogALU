==> design/flow/design.v <==
module multip(ArithAdd,Addcarry,ArithSub,Subborrow,Arithx2,x2carry,Arithd2,d2remainder,Logand,Logor,Logxor,Lognot,Compeq,Compgreat,Compless,CompMAX,nightrid,signedadd,signedsub,O,S,outputLED,multiplydecpoint,dividedecpoint);
	input [7:0] ArithAdd,ArithSub,Arithx2,Arithd2,Logand,Logor,Logxor,Lognot,Compeq,Compgreat,Compless,CompMAX,signedadd,signedsub;
	input [3:0] S;
	input [9:0] nightrid;
	input Addcarry, Subborrow, x2carry, d2remainder;
	output reg multiplydecpoint,dividedecpoint;
	output reg [7:0] O;
	output reg [9:0] outputLED;
	always@(ArithAdd,Addcarry,ArithSub,Subborrow,Arithx2,x2carry,Arithd2,d2remainder,Logand,Logor,Logxor,Lognot,Compeq,Compgreat,Compless,CompMAX,nightrid,signedadd,signedsub)
	begin
		multiplydecpoint = 1;
		dividedecpoint = 1; 
		case(S)
		4'b0000 :
		begin
			O = ArithAdd;  
			outputLED[7:0] = O;
			outputLED[8] = 0;
			outputLED[9] = Addcarry;
		end
		4'b0001 : 
		begin
			O = ArithSub;  
			outputLED[7:0] = O;
			outputLED[8] = 0;
			outputLED[9] = Subborrow;
		end
		4'b0010 : 
		begin
			O = Arithx2;  
			outputLED[7:0] = O;
			outputLED[8] = 0;
			outputLED[9] = x2carry;
			multiplydecpoint = ~x2carry;
		end
		4'b0011 : 
		begin
			O = Arithd2;  
			outputLED[7:0] = O;
			outputLED[8] = 0;
			outputLED[9] = d2remainder;
			dividedecpoint = ~d2remainder;
		end
		4'b0100 :
		begin
			O = Logand;  
			outputLED[7:0] = O;
			outputLED[9:8] = 2'b00;
		end
		4'b0101 : 
		begin 
			O = Logor;  
			outputLED[3:0] = O;
			outputLED[9:8] = 2'b00;
		end
		4'b0110 : 
		begin
			O = Logxor;  
			outputLED[7:0] = O;
			outputLED[9:8] = 2'b00;
		end
		4'b0111 : 
		begin
			O = Lognot;  
			outputLED[7:0] = O;
			outputLED[9:8] = 2'b00;
		end
		4'b1000 : 
		begin
			O = Compeq;  
			outputLED[7:0] = O;
			outputLED[9:8] = 2'b00;
		end
		4'b1001 : 
		begin
			O = Compgreat;  
			outputLED[7:0] = O;
			outputLED[9:8] = 2'b00;
		end
		4'b1010 : 
		begin
			O = Compless;  
			outputLED[7:0] = O;
			outputLED[9:8] = 2'b00;
		end
		4'b1011 :
		begin
			O = CompMAX;  
			outputLED[7:0] = O;
			outputLED[9:8] = 2'b00;
		end
		4'b1100 : 
		begin
			O = 0;
			outputLED = nightrid;  
		end
		4'b1101 :  
		begin
			O = signedadd;
			outputLED[7:0] = O;
			outputLED[9:8] = 0;
		end
		4'b1110 :  
		begin
			O = signedsub;
			outputLED[7:0] = O;
			outputLED[9:8] = 0;
		end
		4'b1111:  
		begin
			O = 0;
			outputLED = 0;
		end
		endcase
	end
endmodule
==> design/flow/run.sh <==
#!/bin/bash
# OpenROAD 26Q1-2900-gdf79404cd8, Yosys 0.63+post, stock flow scripts
make -C /OpenROAD-flow-scripts/flow DESIGN_CONFIG=/design/flow/config.mk WORK_HOME=/design/flow/orfs finish
==> design/flow/config.mk <==
export PLATFORM = sky130hd
export DESIGN_NAME = multip
export DESIGN_NICKNAME = multip
export VERILOG_FILES = /design/flow/design.v
export SDC_FILE = /design/flow/constraint.sdc
export NUM_CORES = 4
export LEC_CHECK = 1
export CORE_AREA = 10 10 106 106
export DIE_AREA = 0 0 116 116
==> design/flow/constraint.sdc <==
current_design multip

set clk_period 5.1
set clk_io_pct 0.2

create_clock -name clk0 -period $clk_period

set non_clock_inputs [all_inputs -no_clocks]
set_input_delay [expr $clk_period * $clk_io_pct] -clock clk0 $non_clock_inputs
set_output_delay [expr $clk_period * $clk_io_pct] -clock clk0 [all_outputs]
==> impl_metrics.py <==
# Generated from Yosys and OpenROAD reports
metrics = {
    "logic_synthesis": {
        "netlist_area_um2": 1450,
        "syn_inst": 212,
        "aoi_share_pct": 33.2,
        "mux_share_pct": 15.2,
        "synth_flops": 4,
        "edf_count": 0,
        "ys_cells": 212,
        "avgSynthCellArea_um2": 6.85,
        "synth.distinct_cells": 50,
        "xor_share_pct": 0,
        "yosys_most_used_dff": "dlxtp_1",
        "ys.warnings.count": 1,
        "synthAdderAreaFrac_pct": 0,
        "async_reset_ff_share_pct": 0,
        "synth_simple_gate_area_share_pct": 37.6,
        "ys_chip_area_um2": 1450,
        "synthTopLogicFamily": "simple AND/OR/NAND/NOR gates",
    },
    "grt": {
        "grt_antenna_before_repair": 0,
        "grt_max_degree": 33,
        "grt_pass1_wl_mm": 13.3,
        "grt_overflow": 0,
        "gr-usage-all-layers_pct": 12.7,
        "grt_pass1_vias": 2297,
    },
    "run": {
        "maxCapViolCount": 0,
        "warnings": 32,
    },
    "hold_path": {
        "hold_class": "primary input to primary output",
        "hold_depth": 4,
        "holdCritStartpoint": "nightrid[1]",
        "holdPathEnd": "outputLED[1]",
    },
    "worst_setup_path": {
        "cp_max_fo": 18,
        "crit_required_ns": 4.08,
        "slowest_stage": "clkdlybuf4s50_1",
        "end_kind": "primary output",
        "criticalPathCategory": "primary input to primary output",
        "crit_path_frequent_cell": "clkdlybuf4s50_1",
        "cp_data_arrival_time_ns": 3.65,
        "crit_chain": "clkdlybuf4s50_1 > buf_4 > and2b_1 > a2bb2oi_1 > nor3_1 > nor4_2 > a31oi_1 > clkdlybuf4s50_1",
        "startpoint_type": "primary input",
        "slowest_delay_ns": 0.90,
    },
    "routing": {
        "routed_wl_mm": 9.26,
        "wire_per_inst_um": 20.2,
        "drtAntennaViolNets": 0,
        "drc_errors": 0,
        "vias": 2222,
        "antennaDiodeCount": 0,
        "viasPerCell": 4.85,
        "drt_first_pass_iters": 5,
        "drtIter0Drc": 117,
    },
    "sta": {
        "slew_violations": 0,
        "holdWs_ns": 2.96,
        "setup_viol": 0,
        "fin_setup_tns_ns": 0,
        "timing.final.crit_period_ns": 4.67,
        "hold_viol_final": 0,
        "unclocked_pins": 4,
        "slew_headroom_pct": 55.4,
        "untimed_endpoints": 8,
        "period_used_pct": 91.5,
        "timing.fmax_mhz": 214,
        "rsz0062_at_grt": "false",
        "worstMarginPinSlew_ns": 0.667,
    },
    "die": {
        "rows": 34,
        "die_w_um": 116,
        "io_pins": 150,
        "fp.coreArea_um2": 8850,
        "die_h_um": 116,
        "die-area_um2": 13500,
        "initCoreUtil_pct": 16.4,
    },
    "final_layout": {
        "logic_area_um2": 1250,
        "largest_reg_flops": 4,
        "area_growth_pct": 106,
        "lay_top_count": "clkdlybuf4s50_1",
        "final_cell_mix": "148 x clkdlybuf4s50_1, 25 x nand2_1, 25 x nor2_1",
        "nFillCells": 951,
        "seq_area_um2": 60.1,
        "drive_gt1_share_pct": 7.43,
    },
    "placed_design": {
        "io_buffers": 150,
        "hpwlAfterDp_mm": 8.00,
        "place_congestion": 0.843,
    },
    "power": {
        "share_comb_of_total_power_pct": 97.2,
        "power.density_nw_per_um2": 84.2,
        "p_int_w": 0.000166,
        "p_leak_nw": 1.10,
        "p_sw_share_pct": 34.0,
        "pwr-share-seq_pct": 2.8,
        "ir_drop_uv": 37.7,
        "clock_power_share_pct": 0,
        "switchingPower_w": 0.0000857,
    },
    "clocking": {
        "cts-hold-fix-buffers": 0,
        "cts_resized": 0,
        "postCtsSetupBuffers": 0,
    },
    "status": {
        "outcome": "complete, no violations",
    },
}
-- kinds of logic after synthesis --
kind of cell    after synthesis
latches                       4
mux                          21
simple gates                 98
buf+inv                      21
compound gates               68
-- per-layer routing --
metal  GRT usage [%]  part of all wire, %  routed length (um)  up-vias
li1                -                    -                   -     1090
met1            15.9                   41                3810     1026
met2            22.0                   48                4400      104
met3            4.19                   11                1010        2
met4           0.417                 0.31                  29        0
met5               0                    0                   0        -
-- power groups by stage --
stage	logic (W)	clock network, W	registers, W
finish	0.000245	0	0.00000707
global route	0.000265	0	0.00000751
CTS	0.000248	0	0.00000707
-- Yosys cell counts (all sizes together) (4+ instances only) --
| cell type | n | area share (%) |
|---|---|---|
| nor2 | 27 | 7.3 |
| nand2 | 25 | 6.5 |
| a31oi | 17 | 7.3 |
| mux2i | 16 | 11 |
| buf | 15 | 8.4 |
| nand3 | 12 | 4.1 |
| o21ai | 9 | 3.1 |
| a21oi | 8 | 2.8 |
| a22oi | 6 | 3.1 |
| a32oi | 5 | 3.0 |
| mux2 | 5 | 4.1 |
| nand3b | 5 | 2.6 |
| nor2b | 5 | 2.3 |
| nor4 | 5 | 4.3 |
| dlxtp | 4 | 4.1 |
| o22ai | 4 | 1.7 |
-- stage by stage --
stage / cells / cell area, um^2 / power, W / util [%] / setup slack [ns]
final: 458 / 2990 / 0.000252 / 33.8 / 0.434
after global routing: 458 / 2990 / 0.000273 / 33.8 / 0.192
after CTS: 458 / 2990 / 0.000255 / 33.8 / 0.422
after detailed placement: 458 / 2990 / 0.000254 / 33.8 / 0.426
after global placement: 458 / 2990 / 0.000253 / 33.8 / 0.455
after floorplan: 212 / 1450 / 0.0000938 / - / 2.05
-- worst max path at each step --
stage         from  slack, ns    to  cells after the start
CTS           S[2]       0.42  O[7]                      8
global route  S[2]       0.19  O[6]                      8
finish        S[2]       0.43  O[7]                      8
-- worst max-delay path: cells and delay by family --
family | cells | cell delay, ns
buffers and inverters | 3 | 1.63
AND/OR/NAND/NOR | 3 | 0.67
AND-OR/OR-AND | 2 | 0.32
-- cell type report --
| type | count | share of cell area [%] |
|---|---|---|
| Multi-Input combinational cell | 187 | 41.7 |
| Sequential cell | 4 | 2.01 |
| Inverter | 3 | 0.377 |
| Timing Repair Buffer | 156 | 51.4 |
| Tap cell | 108 | 4.52 |
Power is estimated from default activity; no workload was simulated.
