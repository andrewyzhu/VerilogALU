## ./run.sh

```bash
#!/bin/bash
# OpenROAD 26Q1-2900-gdf79404cd8, Yosys 0.63+post, stock flow scripts
make -C /OpenROAD-flow-scripts/flow DESIGN_CONFIG=/design/flow/config.mk WORK_HOME=/design/flow/orfs finish
```

## ./constraint.sdc

```tcl
current_design signedsubtractor

set clk_period 2.1
set clk_io_pct 0.2

create_clock -name clk0 -period $clk_period

set non_clock_inputs [all_inputs -no_clocks]
set_input_delay [expr $clk_period * $clk_io_pct] -clock clk0 $non_clock_inputs
set_output_delay [expr $clk_period * $clk_io_pct] -clock clk0 [all_outputs]
```

## ./config.mk

```make
export PLATFORM = sky130hd
export DESIGN_NAME = signedsubtractor
export DESIGN_NICKNAME = signedsubtractor
export VERILOG_FILES = /design/flow/design.v
export SDC_FILE = /design/flow/constraint.sdc
export NUM_CORES = 4
export LEC_CHECK = 1
export CORE_AREA = 10 10 70 70
export DIE_AREA = 0 0 80 80
```

## ./design.v

```verilog
module unsignedsubtractor(x,y,d,bout);
	parameter size = 4;
	input [size-1:0] x;
	input [size-1:0] y;
	output [size-1:0] d;
	wire [size-1:0] boutbuf;
	output bout;
	fullsubtractor FS1(x[0],y[0],0,d[0],boutbuf[0]);
	genvar i;
	generate
	for(i = 1; i<size; i=i+1) begin: subtractors
			fullsubtractor FS(x[i],y[i],boutbuf[i-1],d[i],boutbuf[i]);
		end	
	endgenerate
	assign bout = boutbuf[size-1];
endmodule
module unsignedripplecarryadder(x,y,s,cout);
	parameter size = 4;
	input [size-1:0] x;
	input [size-1:0] y;
	output[size-1:0] s;
	wire [size-1:0] coutbuf;
	output cout;
	fulladder FA1(x[0],y[0],0,s[0],coutbuf[0]);
	genvar i; 
	generate
	for(i = 1; i<size; i=i+1) begin: adders
		fulladder FA(x[i],y[i],coutbuf[i-1],s[i],coutbuf[i]);
		end
	endgenerate 
	assign cout = coutbuf[size-1];
endmodule
module multiplyby2(x,p,c);
	input [7:0] x;
	output [7:0] p;
	output c;
	assign c = x[7];
	assign p = x << 1;
endmodule
module divideby2(x,q,r);
	input [7:0] x;
	output [7:0] q;
	output r; 
	assign r = x[0];
	assign q = x >> 1;
endmodule
module fulladder(x,y,cin,s,cout);
	input x;
	input y;
	input cin;
	output s;
	output cout;
	assign s = x^y^cin;
	assign cout = (y&cin) | (x&y) | (x&cin);
endmodule
module fullsubtractor(x,y,bin,d,bout);
	input x;
	input y;
	input bin;
	output d;
	output bout;
	assign d = x^y^bin;
	assign bout = (y&bin) | ((~x)&bin) | ((~x)&y);
endmodule
module signedadder(x,y,s);
	input [3:0] x, y;
	output [7:0] s;
	wire [4:0] signextensionx, signextensiony;
	assign signextensionx [4] = x [3];
	assign signextensionx [3:0] = x;
	assign signextensiony [4] = y [3];
	assign signextensiony [3:0] = y;
	wire [4:0] coutbuf;
	fulladder FA1(signextensionx[0],signextensiony[0],0,s[0],coutbuf[0]);
	genvar i; 
	generate
	for(i = 1; i<=4; i=i+1) begin: signedadders
		fulladder FA(signextensionx[i],signextensiony[i],coutbuf[i-1],s[i],coutbuf[i]);
		end
	endgenerate 
	assign s[5] = s[4];
	assign s[6] = s[4];
	assign s[7] = s[4];
endmodule
module signedsubtractor(x,y,d);
	input [3:0] x, y;
	output reg [7:0] d;
	wire [7:0] dbuf,dplus8,diff;
	wire [3:0] negy;
	assign negy = ~y + 1;
	signedadder sa1(x,7,dbuf);
	signedadder sa2(dbuf,1,dplus8);
	signedadder sa3(x,negy,diff);
	always @(x,y) begin
		if(y == 8) begin
			d = dplus8;
		end
		else begin
			d = diff;
		end
	end
endmodule
```

==> impl.org <==
#+TITLE: Synthesis and PnR summary

** Synthesis
- The synthesis report lists the most area-consuming cells as sky130_fd_sc_hd__fa_1, sky130_fd_sc_hd__ha_1, sky130_fd_sc_hd__inv_1.
- The cell type that accounts for the most area after synthesis is sky130_fd_sc_hd__fa_1.
- In the post-synthesis netlist, the cell with the most instances is sky130_fd_sc_hd__inv_1.
- Number of standard cells reported by yosys :: 36
- Total number of yosys warnings :: 5
- Ranked by instance count, the synthesized netlist is headed by sky130_fd_sc_hd__inv_1, sky130_fd_sc_hd__ha_1, sky130_fd_sc_hd__fa_1.
- Cell area after technology mapping :: 348 um2
- Instance tally after logic synthesis :: 36
- The chip area line in the Yosys stat output reads 348 um2.
- Sequential cells were found to cover 0% of the synthesized design area.
- The gate-level netlist out of Yosys references 10 unique cell types.
- Of the post-synthesis cell area, the dominant cell type holds 23.0%.
- Average footprint of a synthesized cell :: 9.66 um2

** Layout
- The finished cells cover 642 um2.
- In the final layout, the share of cells above drive strength 1 is 52.6%.
- Register cell area after layout :: 0 um2
- Fillers :: 377
- Finished Core Util :: 18.8%
- P&R area growth vs syn :: 84.5%
- The number of sequential cells reported for the layout is 0.
- After the flow finishes, the layout carries non-filler instances totaling 103.
- Number of clock buffers in the layout :: 0

** Timing
- Max-Slew Margin vs Limit :: 78.9%
- Final-layout setup total negative slack :: -3.70 ns
- The last timing report of the flow puts the setup violation total at 6.
- Static timing analysis puts the maximum clock frequency at 351 MHz.
- Transition time of the tightest slew-check pin :: 0.314 ns
- Hold Worst Slack :: 1.37 ns
- The critical path in the final layout is reported with a setup slack of -0.747 ns.
- Pins over their slew limit in the final report were tallied at 0.
- RSZ-0062 raised after global routing :: yes
- The final hold violation count recorded for this run is 0.
- Final worst-path cycle share :: 136%
- Tmin final :: 2.85 ns

** Flow run
- In this run the tools logged warnings totalling 37.
- Max-cap violations in this run came to 0.

** GRT
- Sum of overflow across all layers after global routing :: 0
- First-pass GRT wire length :: 1440 um
- The number of antenna violations at the first check in global routing was 0.
- Entering global routing, the biggest net connects 6 pins.
- The via count of the first global-routing pass was 327.
- Total routing resource utilization after global routing :: 2.69%

** Placed design
- Post-placement cell area :: 628 um2
- Input and output buffers added on the ports amount to 16.
- Once detailed placement completed, the half-perimeter wirelength came to 733 um.
- The congestion estimate from routability-driven global placement came to 0.712.
- Once placement completed, the tool counted placed cells totaling 102.

** Power
- VDD sags by at most 86.5 uV.
- Power Density :: 237 nW/um2
- Leakage power total :: 0.329 nW

** Die
- Core Density at Floorplan :: 10.2%
- After floorplanning, the core was divided into 21 placement rows.
- The overall die size recorded for this design is 6400 um2.
- After floorplanning, the core was sized to cover 3420 um2.
- According to the I/O placement log, the pin count is 16.
- Die Ht :: 80 um
- Horizontal die dimension :: 80 um

** Critical path
- Startpoint class of the critical path :: input pin
- Counting both buffers and inverters, the worst setup path holds a total of 5.
- The worst setup path is captured at an output pin.
- CP Depth :: 10
- Most Frequent Cell on Critical Path :: sky130_fd_sc_hd__fa_2
- Launching instance or port of the critical path :: y[1]
- On the worst path, the slowest cell contributes a delay of 0.42 ns.
- Cell family with most CP delay :: adder cells
- According to the timing report, the data required time at the worst endpoint equals 1.68 ns.
- Along the worst path, the maximum fanout reaches 3.
- Crit path DAT :: 2.43 ns
- Listed in order, past its start point the critical path passes buf_8 -> inv_8 -> ha_4 -> inv_2 -> fa_2 -> fa_2 -> fa_2 -> mux2_4 -> buf_6 -> buf_6.
- The setup path with the least slack is of type input pin to output pin.
- Max stage delay cell, worst path :: sky130_fd_sc_hd__fa_2

** Route
- Total Wirelength :: 805 um
- Number of iterations in the first detailed-routing pass :: 2
- For this block, the via count after detailed routing is 283.
- Average vias per placed instance :: 2.75
- After the first detailed-routing iteration, the DRC count stood at 5.
- Number of nets with antenna violations after routing :: 0
- DRC violation count after routing :: 0
- Antenna repair during routing inserted a diode count of 0.
- Average detailed-routed wire length per instance :: 7.82 um

** Outcome
- The final reports fail on negative setup slack.
- Result of the run :: complete, but fails checks

** Hold path
- HP Class :: input pin to output pin
- For the worst min-delay path, the startpoint reported by OpenROAD is x[0].
- Hold analysis lists the worst path endpoint as d[0].
- Instance count along the most critical hold path :: 4
cell usage in the layout (no fill, tap or decap), drive strengths merged:
master	synthesis	routed
dlygate4sd2	0	4
buf	3	16
inv	11	11
ha	6	6
xor2	2	2
xnor2	3	3
clkdlybuf4s50	0	2
mux2	2	2
clkbuf	0	1
mux2i	3	3
clkdlybuf4s15	0	1
nor3	1	1
nand3b	1	1
fa	4	4
logic make-up after synthesis:
kind of cell  after synthesis  synth area share [%]
fa+ha+maj                  10                  44.6
simple gates                2                  7.19
buf+inv                    14                  18.3
mux                         5                  17.3
xor+xnor                    5                  12.6
worst max-delay path by stage:
| stage | slack [ns] | end |
|---|---|---|
| final | -0.75 | d[7] |
| after CTS | -0.77 | d[7] |
| after global routing | -0.80 | d[7] |
worst min-delay path: cells and delay by family:
kind	cells	cell delay [ns]
muxes	1	0.13
buffers and inverters	3	0.39
power breakdown:
group	leakage (nW)	internal, mW	switching (mW)
logic	0.329	0.0965	0.0557
registers	0	0	0
clock network	0	0	0
total	0.329	0.0965	0.0557
per-layer routing:
metal  routed length, um  global-route usage [%]
met5                   0                       0
met1                 445                    3.85
met2                 282                    4.09
met3                  77                   0.795
met4                   0                       0
final cells by class:
class / count / area, um2 / share of cell area, %
Multi-Input combinational cell: 22 / 314 / 48.9
Tap cell: 46 / 57.6 / 8.97
Inverter: 11 / 53.8 / 8.38
Timing Repair Buffer: 24 / 216 / 33.7
what timing repair did:
action                                 4_1_cts  5_1_grt
gates cloned                                 0        0
hold buffers                                 0        0
resized                                     44        5
buffers inserted                             1        0
setup endpoints to repair                    8        7
endpoints found under the hold margin        0        0
pin swaps                                    5        5
through the flow:
step / worst slack, ns / power (mW)
after floorplan: -0.488 / 0.0746
after global placement: -1.51 / 0.160
after detailed placement: -1.51 / 0.159
after CTS: -0.772 / 0.144
after global routing: -0.799 / 0.176
final: -0.747 / 0.152
Power and IR drop assume default switching activity.
